$ cat design/flow/run.sh
#!/bin/bash
# OpenROAD 26Q1-2900-gdf79404cd8, Yosys 0.63+post, stock flow scripts
make -C /OpenROAD-flow-scripts/flow DESIGN_CONFIG=/design/flow/config.mk WORK_HOME=/design/flow/orfs finish
$ cat design/flow/config.mk
export PLATFORM = sky130hd
export DESIGN_NAME = mult_4x4
export DESIGN_NICKNAME = mult_4x4
export VERILOG_FILES = /design/flow/design.v
export SDC_FILE = /design/flow/constraint.sdc
export NUM_CORES = 4
export LEC_CHECK = 1
export CORE_UTILIZATION = 30
$ cat design/flow/constraint.sdc
current_design mult_4x4

set clk_period 4.3
set clk_io_pct 0.2

create_clock -name clk0 -period $clk_period [get_ports {clk}]

set non_clock_inputs [all_inputs -no_clocks]
set_input_delay [expr $clk_period * $clk_io_pct] -clock clk0 $non_clock_inputs
set_output_delay [expr $clk_period * $clk_io_pct] -clock clk0 [all_outputs]
$ cat design/flow/design.v
module mult_4x4 #(
    parameter WIDTH = 4   
)(
    input reset,
    input clk,
    input [WIDTH - 1:0] A,
    input [WIDTH - 1:0] B,
    output reg [2*WIDTH - 1:0] O,  
    output Finish,
    output reg [2*WIDTH - 1:0] count
);
    localparam NUM_STATES = 2 * WIDTH + 1;  
    reg [8:0] State;  
    reg [2*WIDTH:0] ACC;  
    initial begin
        count = 0;
    end
    assign Finish = (State == 0) ? 1 : 0;
    always @(posedge clk) begin
        count <= count + 1;
        if (reset) begin
            count <= 0;
            State <= 0;
            ACC <= 0;
            O <= 0;
        end else if (State == 0) begin
            ACC[2*WIDTH:WIDTH] <= 0;  
            ACC[WIDTH - 1:0] <= A;  
            State <= 1;
        end else if (State == NUM_STATES) begin
            O = ACC[2*WIDTH - 1:0];  
            State <= 0;
	end else if (State % 2 == 1) begin
            if (ACC[0] == 1'b1) begin  
                ACC[2*WIDTH:WIDTH] <= {1'b0, ACC[2*WIDTH - 1:WIDTH]} + B;
                State <= State + 1;
            end else begin
                ACC <= {1'b0, ACC[2*WIDTH:1]};  
                State <= State + 2;
            end
	end else if(State % 2 == 0) begin
            ACC <= {1'b0, ACC[2*WIDTH:1]};  
            State <= State + 1;
        end
    end
endmodule
==> results.sh <==
# flow metrics
export IMPL_grt_setup_unrepaired="false"
export IMPL_antenna_left=0
export IMPL_holdWs_ns=0.4528
export IMPL_outcome="complete, no violations"
export IMPL_syn_inst=188
export IMPL_worstSkewPairLatency_ns=0.28
export IMPL_timing_final_crit_share_pct=71.84
export IMPL_power_density_nw_per_um2=362.1
export IMPL_cts_sinks=34
export IMPL_slew_headroom_pct=43.21
export IMPL_intPower_uw=595.3
export IMPL_ys_cells=188
export IMPL_grt_pass1_wl_um=5913
export IMPL_maxCapViolations=0
export IMPL_final_layout_size_suffix_gt1_share_pct=6.977
export IMPL_critical_path_class="reg2out"
export IMPL_p_leak_nw=0.7592
export IMPL_avgSynthCellArea_um2=8.732
export IMPL_antenna_cells=0
export IMPL_die_height_um=75.97
export IMPL_cp_end_kind="output port"
export IMPL_wl_per_cell_um=11.59
export IMPL_required_ns=3.44
export IMPL_cts_max_path_buffers=2
export IMPL_cpPeakStageDelay_ns=0.57
export IMPL_rows=26
export IMPL_ys_warn_count=1
export IMPL_pre_cts_ws_ns=1.550
export IMPL_hold_buffers=0
export IMPL_drt_wl_total_um=3304
export IMPL_grt_start_max_net_pins=24
export IMPL_synth_dominant_cell_count="dfxtp_1"
export IMPL_dieWidth_um=75.97
export IMPL_synthTopCellsByArea="dfxtp_1, ha_1, a21oi_1"
export IMPL_cp_max_fo=5
export IMPL_ys_seq_share_pct=41.46
export IMPL_coreArea_um2=5172
export IMPL_edf_count=0
export IMPL_h_tree_depth=2
export IMPL_warning_count=28
export IMPL_cts_buffers_inserted=5
export IMPL_gp_congestion=0.8290
export IMPL_antenna_found_initial=0
export IMPL_reg2reg_slack_ns=2.30
export IMPL_vias=1325
export IMPL_ff_type="dfxtp_1"
export IMPL_finalSetupViolations=0
export IMPL_dieArea_um2=5771
export IMPL_cp_arrival_ns=2.23
export IMPL_grtUsageTotal_pct=12.83
export IMPL_setup_ws_ns=1.211
export IMPL_viasPerCell=4.649
export IMPL_start_kind="flop"
export IMPL_synth_area_um2=1642
export IMPL_min_period_ns=3.089
export IMPL_cts_resized=0
export IMPL_async_reset_ff_share_pct=0
export IMPL_cp_slowest_cell="or4_4"
export IMPL_clock_skew_ns=0.01004
export IMPL_drt_iter0_drc=42
export IMPL_p_clk_share_pct=45.9
export IMPL_hold_violations=0
export IMPL_fmax_ghz=0.3237
export IMPL_drcViolationCount=0
export IMPL_yosys_area_um2=1642
export IMPL_pwr_share_seq_pct=44.7
export IMPL_initial_utilization_pct=31.74
export IMPL_yosys_area_top_type="dfxtp_1"
export IMPL_dpl_cell_area_um2=1962
export IMPL_tritoncts="built"
export IMPL_power_total_uw=760.2
export IMPL_clkTransAtPathRegs_ns=0.07
export IMPL_switchingPower_uw=164.9
export IMPL_combPwrFrac_pct=9.4
export IMPL_root_buffer="clkbuf_8"
export IMPL_final_cell_area_um2=2100
export IMPL_grt_pass1_vias=1257
export IMPL_ys_types=36
export IMPL_cts_setup_buffers=0
export IMPL_numPortBuffers=26
export IMPL_hpwlAfterDp_um=2344
export IMPL_ir_drop_v=0.0003920
export IMPL_fin_setup_tns_ns=0
export IMPL_grt_overflow=0
export IMPL_ys_ff=34
export IMPL_swShare_pct=21.69
export IMPL_io_pins=27
export IMPL_slew_viol_final=0
export IMPL_path_cells="or4_4 -> nor4_2 -> clkdlybuf4s50_1"
export IMPL_top_area_share_pct=41.46
export IMPL_syn2layout_area_growth_pct=27.90
export IMPL_common_cells="dfxtp_1, nand2_1, a21oi_1, nor2_1, inv_1"
export IMPL_hp_class="reg2reg"
export IMPL_tightest_slew_ns=0.8492
export IMPL_drtPass1Iterations=4
-- metrics by stage --
step	instances	util [%]
global placement	277	37.93
detailed placement	277	37.93
global route	285	40.59
finish	285	40.59
floorplan	188	-
CTS	285	40.59
-- power by group through the flow --
stage	Sequential [mW]	Clock, mW	Combinational (mW)
finish	0.340	0.349	0.0711
global route	0.343	0.377	0.0805
CTS	0.340	0.358	0.0722
-- flip-flops by register name (all words and copies together), names as in the netlist --
register and flops:
ACC 9, State 9, count 8, O 8
-- logic make-up after synthesis --
logic type,after synthesis,synth area share (%)
flops,34,41.46
fa+ha+maj,11,8.842
simple gates,73,22.71
compound gates,39,15.55
xor+xnor,10,5.335
buf+inv,18,4.192
mux,3,1.905
-- layout by cell type (no fill, tap or decap), types with 2 or more instances in the layout --
| cell | instances |
|---|---|
| a21oi_1 | 19 |
| nor2b_1 | 5 |
| bufinv_16 | 2 |
| nor2_1 | 19 |
| clkdlybuf4s50_1 | 26 |
| or3_1 | 3 |
| inv_1 | 11 |
| nand4_1 | 2 |
| o221a_1 | 3 |
| o21ai_0 | 3 |
| a211oi_1 | 5 |
| nand2_1 | 23 |
| nand3_1 | 7 |
| dfxtp_1 | 34 |
| mux2i_1 | 2 |
| nand2b_1 | 2 |
| o21a_1 | 2 |
| or2_2 | 2 |
| and3_1 | 2 |
| o211ai_1 | 2 |
| xnor2_1 | 4 |
| clkbuf_8 | 5 |
| ha_1 | 10 |
| and4_1 | 2 |
| a31oi_1 | 2 |
| xor2_1 | 6 |
-- worst max-delay path, delay by kind of cell, from the launching register on --
| family | cells | cell delay, ns |
|---|---|---|
| AND/OR/NAND/NOR | 2 | 1.04 |
| buffers and inverters | 1 | 0.57 |
| flip-flops | 1 | 0.34 |
-- path summary, 6_finish.rpt --
kind,startpoint,endpoint,depth (start not counted)
worst max-delay path,State[6]$_SDFF_PP0_,Finish,3
worst min-delay path,O[1]$_SDFFE_PP0N_,O[1]$_SDFFE_PP0N_,2
worst max register to register,State[5]$_SDFF_PP0_,ACC[5]$_SDFFE_PP0P_,4
worst min register to register,O[1]$_SDFFE_PP0N_,O[1]$_SDFFE_PP0N_,2
-- per-layer routing --
layer / GRT usage, % / up-vias / part of all wire (%)
met3: 3.285 / 2 / 3.1
met5: 0 / - / 0
met4: 1.154 / 0 / 0.64
met1: 19.62 / 595 / 53
li1: - / 706 / -
met2: 19.36 / 22 / 43
-- area by class of cell --
class / instances / area (um2)
Clock buffer: 5 / 68.82
Clock inverter: 3 / 68.82
Fill cell: 519 / 3073
Inverter: 11 / 41.29
Multi-Input combinational cell: 136 / 892.1
Sequential cell: 34 / 680.7
Tap cell: 70 / 87.58
Timing Repair Buffer: 26 / 260.3
No activity file was given, so power comes from the tool's default toggle rates.
